**./config.mk**
```make
export PLATFORM = sky130hd
export DESIGN_NAME = async_fifo
export DESIGN_NICKNAME = async_fifo
export VERILOG_FILES = /design/flow/design.v
export SDC_FILE = /design/flow/constraint.sdc
export NUM_CORES = 4
export LEC_CHECK = 1
export CORE_UTILIZATION = 30
```
**./design.v**
```verilog
module async_fifo #(parameter DATA_WIDTH = 8, parameter ADDR_WIDTH = 4) (
    input wire wr_clk,
    input wire rd_clk,
    input wire reset,
    input wire wr_en,
    input wire rd_en,
    input wire [DATA_WIDTH-1:0] wr_data,
    output wire [DATA_WIDTH-1:0] rd_data,
    output wire fifo_full,
    output wire fifo_empty
);
    reg [DATA_WIDTH-1:0] fifo_mem [0:(1<<ADDR_WIDTH)-1];
    reg [ADDR_WIDTH:0] wr_ptr = 0, rd_ptr = 0;
    reg [ADDR_WIDTH:0] rd_ptr_gray = 0, wr_ptr_gray = 0;
    reg [ADDR_WIDTH:0] rd_ptr_gray_sync1 = 0, rd_ptr_gray_sync2 = 0;
    reg [ADDR_WIDTH:0] wr_ptr_gray_sync1 = 0, wr_ptr_gray_sync2 = 0;
    always @(posedge wr_clk or posedge reset) begin
        if (reset) begin
            wr_ptr <= 0;
            wr_ptr_gray <= 0;
        end else if (wr_en && !fifo_full) begin
            fifo_mem[wr_ptr[ADDR_WIDTH-1:0]] <= wr_data;
            wr_ptr <= wr_ptr + 1;
            wr_ptr_gray <= (wr_ptr + 1) ^ ((wr_ptr + 1) >> 1);  
        end
    end
    always @(posedge rd_clk or posedge reset) begin
        if (reset) begin
            rd_ptr <= 0;
            rd_ptr_gray <= 0;
        end else if (rd_en && !fifo_empty) begin
            rd_ptr <= rd_ptr + 1;
            rd_ptr_gray <= (rd_ptr + 1) ^ ((rd_ptr + 1) >> 1);  
        end
    end
    always @(posedge rd_clk or posedge reset) begin
        if (reset) begin
            wr_ptr_gray_sync1 <= 0;
            wr_ptr_gray_sync2 <= 0;
        end else begin
            wr_ptr_gray_sync1 <= wr_ptr_gray;
            wr_ptr_gray_sync2 <= wr_ptr_gray_sync1;
        end
    end
    always @(posedge wr_clk or posedge reset) begin
        if (reset) begin
            rd_ptr_gray_sync1 <= 0;
            rd_ptr_gray_sync2 <= 0;
        end else begin
            rd_ptr_gray_sync1 <= rd_ptr_gray;
            rd_ptr_gray_sync2 <= rd_ptr_gray_sync1;
        end
    end
    assign fifo_empty = (wr_ptr_gray_sync2 == rd_ptr_gray);
    assign fifo_full = (wr_ptr_gray == {~rd_ptr_gray_sync2[ADDR_WIDTH:ADDR_WIDTH-1], rd_ptr_gray_sync2[ADDR_WIDTH-2:0]});
    assign rd_data = fifo_mem[rd_ptr[ADDR_WIDTH-1:0]];
endmodule
```
**./constraint.sdc**
```tcl
current_design async_fifo

set clk_period 3.2
set clk_io_pct 0.2

create_clock -name clk0 -period $clk_period [get_ports {rd_clk}]
create_clock -name clk1 -period $clk_period [get_ports {wr_clk}]

set non_clock_inputs [all_inputs -no_clocks]
set_input_delay [expr $clk_period * $clk_io_pct] -clock clk0 $non_clock_inputs
set_output_delay [expr $clk_period * $clk_io_pct] -clock clk0 [all_outputs]
```
**./run.sh**
```bash
#!/bin/bash
# OpenROAD 26Q1-2900-gdf79404cd8, Yosys 0.63+post, stock flow scripts
make -C /OpenROAD-flow-scripts/flow DESIGN_CONFIG=/design/flow/config.mk WORK_HOME=/design/flow/orfs finish
```
==> metrics.yaml <==
die:
  coreArea_sq_mm: 0.0220
  fp.dieArea_sq_mm: 0.0232
  die_x_microns: 152
  num_io_pins: 23
  num_rows: 54
  die_h_microns: 152
  fp_util_pct: 30.8
synth:
  synth-edff-count: 128
  netlist.top_cell.by_area: "edfxtp_1"
  top_area_share_pct: 56.8
  ys_types: 44
  area_leaders: "edfxtp_1 (57%), dfrtp_1 (15%), xnor2_1 (2.3%), nand2_1 (1.9%), a22oi_1 (1.6%)"
  flop_cell: "edfxtp_1"
  ys_ff: 168
  yosys-stat-area_sq_mm: 0.00677
  synth_area_sq_mm: 0.00677
  synthArstFlopShare_pct: 23.8
  ys_seq_share_pct: 71.6
  yosys-top-cells-count: "edfxtp_1 (128), dfrtp_1 (40), nand2_1 (35)"
  synth_top_cell_by_count: "edfxtp_1"
  avgSynthCellArea_sq_um: 14.7
  synth_stat.cells: 459
  syn_inst: 459
  yosys_warnings: 2
sta:
  finalMaxSlewViolations: 0
  fin_ws_ns: 0.0926
  worst_clock_skew_ns: 0.0105
  hold_viol: 0
  max_slew_margin_pct: 40.3
  setup_viol: 0
  fin_setup_tns_ns: 0
  worst_pin_slew_ns: 0.892
flow_run:
  drv_cap: 0
  log.warning_count: 32
grt:
  grt_overflow: 0
  grtUsageMet1_pct: 18.0
  use_met3_pct: 7.01
  grt_busiest_layer: "met2"
  antenna_found_initial: 0
  grt_pass1_vias: 4267
  grt_pass1_wl_microns: 23300
  grtUsageTotal_pct: 13.7
  use_met2_pct: 21.5
  grt_start_max_net_pins: 40
power_and_ir_drop:
  leakage_nw: 2.91
  vdd_drop_max_v: 0.000327
  power.total_mw: 8.19
  powerDensity_mw_per_mm2: 987
route:
  drt_wl_total_microns: 14700
  ant_nets: 0
  drt-vias-per-instance: 5.07
  drt_first_pass_iters: 5
  antennaDiodeCount: 0
  wire_per_inst_microns: 18.2
  drc: 0
  drt-initial-drc-count: 253
  vias: 4098
final_layout:
  fin_cells: 809
  area_delta_synth_final_pct: 22.6
  drive_above_1_share_pct: 18.3
  fin_area_sq_mm: 0.00830
clock_network:
  cts_tree: "done"
  cts.clk_slew.worst_paths_ns: 0.06
  clock_sinks: 168
worst_setup_path:
  end_kind: "output port"
  rr_startpoint: "wr_ptr_gray[1]"
  critPathArrivalTime_ns: 2.47
  cp-startpoint: "rd_ptr[1]"
  reg2reg_depth: 6
  required_ns: 2.56
  path_class: "reg2out"
  start_kind: "flop"
  r2r-end: "fifo_mem[9][7]"
  critPathMaxFanout: 9
  reg2reg_slack_ns: 0.78
min_path:
  min_from: "rd_ptr_gray[3]"
  hold_path_end: "rd_ptr_gray_sync1[3]"
  worstHoldPathCells: 0
  hp-class: "reg2reg"
placement:
  place_inst: 772
  port_buffers: 21
  dpl-instance-area_sq_mm: 0.00748
  preCtsSetupSlack_ns: 0.210
  hpwl_microns: 10000
  gp_congestion: 0.915
status:
  status: "completed"
==> metrics by stage <==
stage               hold slack, ns  utilization, %
floorplan                    0.331               -
global placement             0.333            34.1
detailed placement           0.335            34.1
CTS                          0.250            37.4
global route                 0.259            37.8
finish                       0.261            37.8
==> logic make-up after synthesis <==
| logic type | Yosys count | share of synthesized area [%] |
|---|---|---|
| AOI/OAI and AO/OA | 109 | 12.3 |
| xor gates and xnor gates | 30 | 3.88 |
| adders and majority gates | 8 | 1.48 |
| buffers and inverters | 36 | 2.85 |
| DFF | 168 | 71.6 |
| muxes | 9 | 1.37 |
| and+or+nand+nor | 99 | 6.58 |
==> power by group <==
part / internal [mW] / leakage (nW) / switching (mW)
clock network: 1.31 / 0.344 / 1.00
logic: 1.31 / 0.934 / 1.60
registers: 2.69 / 1.64 / 0.276
total: 5.31 / 2.91 / 2.88
==> repair_timing <==
item                       in CTS  in global routing
resized                         5                 19
hold buffers                    0                  0
setup endpoints to repair       8                  8
setup buffers                   0                  1
pin swaps                       4                  7
==> critical path, stage by stage, from the launching register on <==
cell and delay [ns]:
dfrtp_2 0.45, inv_2 0.09, ha_4 0.18, buf_4 0.17, a22oi_1 0.26, o22ai_1 0.13, a211oi_1 0.33, a41oi_1 0.17
clkdlybuf4s50_1 0.43
==> how the worst max path moves through the flow <==
stage / slack (ns) / cells after the start / end
CTS: 0.02 / 9 / rd_data[6]
global route: -0.001 / 7 / rd_data[5]
finish: 0.09 / 8 / rd_data[0]
==> cells in the final DEF, fill, tap and decap left out, types with 4 or more instances in the layout <==
master           count
a22oi_1             14
dfrtp_1             38
o21ai_0             14
mux2i_1              7
xnor2_1             18
a32oi_1              4
nor2_1              23
inv_1                7
xor2_1              12
inv_8                4
o22ai_1              4
ha_4                 4
clkdlybuf4s50_1     19
a21oi_1             16
a31oi_1              8
clkbuf_16           20
a32o_1               4
a22o_1               6
nand2_1             34
a211oi_1             4
clkinv_8             6
a222oi_1             4
o211ai_1             4
edfxtp_1           128
a221oi_1             5
ha_1                 4
nand3_1              4
nor3_1              19
a311oi_1             5
buf_4               38
==> flip-flops by register name, summed over array words and instances (netlist names) <==
register,cells
rd_ptr_gray,5
wr_ptr,5
wr_ptr_gray,5
rd_ptr,5
rd_ptr_gray_sync2,5
rd_ptr_gray_sync1,5
wr_ptr_gray_sync1,5
wr_ptr_gray_sync2,5
fifo_mem,128
==> cell type report <==
| cell class | count | area [sq um] |
|---|---|---|
| clock buffer | 20 | 500 |
| multi-input combinational | 255 | 1830 |
| fill | 1941 | 13700 |
| tap | 280 | 350 |
| clock inverter | 16 | 215 |
| inverter | 9 | 36.3 |
| timing repair buffer | 61 | 523 |
| sequential | 168 | 4850 |
==> metal layers <==
metal  share of wire, %  vias up  wire, microns
li1                   -     1890              -
met1                 40     2011           5970
met2                 48      178           7010
met3                 10       19           1470
met4                2.0        0            302
met5                  0        -              0
Power figures rest on the tool's default switching activity, not on a simulated workload.
