==> /design/flow/run.sh <==
#!/bin/bash
# OpenROAD 26Q1-2900-gdf79404cd8, Yosys 0.63+post, stock flow scripts
make -C /OpenROAD-flow-scripts/flow DESIGN_CONFIG=/design/flow/config.mk WORK_HOME=/design/flow/orfs finish
==> /design/flow/config.mk <==
export PLATFORM = sky130hd
export DESIGN_NAME = uart_tx
export DESIGN_NICKNAME = uart_tx
export VERILOG_FILES = /design/flow/design.v
export SDC_FILE = /design/flow/constraint.sdc
export NUM_CORES = 4
export LEC_CHECK = 1
export CORE_UTILIZATION = 40
==> /design/flow/constraint.sdc <==
current_design uart_tx

set clk_period 4.3
set clk_io_pct 0.2

create_clock -name clk0 -period $clk_period [get_ports {clk}]

set non_clock_inputs [all_inputs -no_clocks]
set_input_delay [expr $clk_period * $clk_io_pct] -clock clk0 $non_clock_inputs
set_output_delay [expr $clk_period * $clk_io_pct] -clock clk0 [all_outputs]
==> /design/flow/design.v <==
module uart_tx (
    input wire clk,               
    input wire reset,             
    input wire [7:0] data_in,     
    input wire start,             
    output reg tx,                
    output reg busy               
);
    parameter CLK_FREQ = 50000000;  
    parameter BAUD_RATE = 9600;     
    localparam BIT_PERIOD = CLK_FREQ / BAUD_RATE;
    reg [15:0] clk_count;           
    reg [3:0] bit_count;            
    reg [9:0] shift_reg;            
    always @(posedge clk or posedge reset) begin
        if (reset) begin
            clk_count <= 0;
            bit_count <= 0;
            busy <= 0;
            tx <= 1;  
        end else begin
            if (start && !busy) begin
                shift_reg <= {1'b1, data_in, 1'b0};  
                clk_count <= 0;
                bit_count <= 0;
                busy <= 1;
                tx <= 0;  
            end else if (busy) begin
                if (clk_count < BIT_PERIOD - 1) begin
                    clk_count <= clk_count + 1;
                end else begin
                    clk_count <= 0;
                    if (bit_count < 9) begin
                        bit_count <= bit_count + 1;
                        shift_reg <= shift_reg >> 1;
                        tx <= shift_reg[0];
                    end else begin
                        busy <= 0;
                        tx <= 1;  
                    end
                end
            end
        end
    end
endmodule
==> impl_metrics.toml <==
# generated from flow reports
[drt]
drcViolationCount = 0
wirelength_mm = 2.808
first_pass_iters = 4
num_vias = 1154
post_drt_wl_per_cell_um = 12.65
drt_iter0_drc = 59
antennaDiodeCount = 0
vias_per_cell = 5.198
final_antenna_net_count = 0

[yosys]
synth_chip_area_um2 = 1574
avgSynthCellArea_um2 = 10.15
synth_top_flop_cell = "dfrtp_1"
synth-edff-count = 10
synth_area_um2 = 1574
synth_cell_types = 39
synth_flops = 32
synth.yosys.num_cells = 155
netlist_instances = 155
synthArstFlopShare_pct = 68.75
yosysWarnings = 1
yosysSeqAreaShare_pct = 54.13

[cts]
cts_resized = 0
clk_pin_slew_ns = 0.07
ctsHoldBuffers = 0
cts_buffers = 5
clock-sinks = 32
clockBufferDepth = 2
cts_setup_buffers = 0
clock-root-buffer = "clkbuf_8"
worstSkewPairLatency_ns = 0.28
h-tree-depth = 2
cts_tree = "yes"

[setup_path]
crit_arrival_ns = 2.48
critPathLaunchType = "input port"
critPathMaxFanout = 14
cp-end-kind = "register"
max_stage_delay_ns = 0.81
cp_slowest_cell = "a21oi_1"
cp_data_required_time_ns = 4.20
worstPathCellList = "clkdlybuf4s50_1 -> nand2_1 -> a21oi_1"
criticalPathCategory = "input port to register"

[power_and_ir_drop]
peakVddDrop_mv = 0.1761
p_leak_nw = 0.7896
p_total_mw = 0.7035
powerDensity_nw_per_um2 = 383.3

[final_timing]
setup_viol = 0
skew_ns = 0.003971
setup_tns_ns = 0
timing.final.crit_share_pct = 59.92
hold_violations = 0
setup_ws_ns = 1.724
max_freq_ghz = 0.3881
timing.hold.ws_ns = 0.4842
drv_slew = 0
tightest_slew_ns = 0.8955
min_period_ns = 2.576
slew_headroom_pct = 40.30
grt_setup_unrepaired = "no"

[global_routing]
track_usage_pct = 15.74
grt_pass1_vias = 1108
antenna_found_initial = 0
grt_pass1_wl_mm = 4.926
grt-ovfl-total = 0
grt_max_degree = 23

[placement]
dp.cells = 214
io_buffers = 12
place_congestion = 0.8162
dp_hpwl_mm = 1.916
place_ws_ns = 1.442

[layout]
fin_cells = 222
largest_reg_flops = 16
area_growth_pct = 16.61
layout-drive-gt1-share_pct = 11.49
nFillCells = 351

[die]
pin_count = 13
die_h_um = 64.73
coreArea_um2 = 3716
dieArea_um2 = 4190
fp.dieW_um = 64.73
fp_util_pct = 42.36
rows = 22

[run_status]
outcome = "completed"

[run]
tool_warnings = 26
drv_cap = 0

[worst_hold_path]
hp-class = "register to register"
## per-stage QoR
stage | util (%) | cell area, um2
2_1_floorplan | - | 1574
6_report | 49.39 | 1836
4_1_cts | 49.39 | 1836
5_1_grt | 49.39 | 1836
3_5_place_dp | 47.17 | 1753
3_3_place_gp | 47.17 | 1753
## routing by layer
| metal | global-route usage, % | part of all wire (%) | up-vias |
|---|---|---|---|
| met5 | 0 | 0 | - |
| met4 | 2.778 | 1.6 | 0 |
| met3 | 4.643 | 4.6 | 7 |
| met2 | 22.66 | 42 | 23 |
| met1 | 24.90 | 51 | 550 |
| li1 | - | - | 574 |
## final timing paths
path | startpoint | endpoint | slack [ns] | cells after the start
setup reg to reg | clk_count[0]$_DFFE_PP0P_ | shift_reg[7]$_DFFE_PP_ | 1.93 | 6
min in group asynchronous | reset | bit_count[3]$_DFFE_PP0P_ | 0.94 | 3
setup / recovery | start | shift_reg[7]$_DFFE_PP_ | 1.72 | 3
hold reg to reg | shift_reg[0]$_SDFFCE_PP0P_ | tx$_DFFE_PP1P_ | 0.48 | 1
max in group asynchronous | reset | tx$_DFFE_PP1P_ | 3.09 | 3
hold / removal | shift_reg[0]$_SDFFCE_PP0P_ | tx$_DFFE_PP1P_ | 0.48 | 1
## Yosys cell counts, drive strengths merged (2+ instances only)
library cell / count / area, um2
nand2b: 3 / 18.77
edfxtp: 10 / 300.3
nand3: 3 / 15.01
a21oi: 4 / 31.28
xnor2: 5 / 43.79
and3: 4 / 25.02
a2111oi: 2 / 23.77
and2: 3 / 18.77
nand2: 40 / 152.6
inv: 5 / 18.77
and4: 3 / 27.53
ha: 3 / 37.54
nor2: 15 / 56.30
dfrtp: 21 / 525.5
xor2: 4 / 35.03
a31oi: 3 / 18.77
o21ai: 10 / 61.31
o311ai: 2 / 17.52
## layout by cell type, fill, tap and decap left out, drive strengths merged, types with 5 or more instances in the layout
master and instances:
clkdlybuf4s50 12, o21ai 10, nor2 15, xnor2 5
edfxtp 10, dfrtp 21, inv 5, nand2 40
clkbuf 5
## worst max-delay path: cells and delay by family
kind | cells | cell delay, ns
AND/OR/NAND/NOR | 1 | 0.30
buffers and inverters | 1 | 0.51
AND-OR/OR-AND | 1 | 0.81
## cell type report
type                       count  area, um2  area share (%)
clock inverter                 3      13.76          0.7498
clock buffer                   5      68.82           3.749
inverter                       6      22.52           1.227
tap                           48      60.06           3.272
timing repair buffer          13      127.6           6.953
sequential                    32      852.1           46.42
multi-input combinational    115      690.7           37.63
## where the power goes
| part | internal (mW) | switching, mW | total [mW] |
|---|---|---|---|
| Combinational | 0.0523 | 0.0532 | 0.105 |
| Sequential | 0.345 | 0.0365 | 0.382 |
| Clock | 0.110 | 0.107 | 0.216 |
## logic make-up (layout without fill, tap and decap cells)
group,after synthesis,count (layout),synth area share [%]
XOR/XNOR,9,9,5.008
AND/OR/NAND/NOR,76,76,23.29
adder cells (fa/ha/maj),3,3,2.385
buffers and inverters,8,27,1.987
AND-OR/OR-AND,27,27,13.20
flip-flops,32,32,54.13
Power is estimated from default activity; no workload was simulated.
