$ cat ./config.mk
export PLATFORM = sky130hd
export DESIGN_NAME = axis_rotate
export DESIGN_NICKNAME = axis_rotate
export VERILOG_FILES = /design/flow/design.v
export SDC_FILE = /design/flow/constraint.sdc
export NUM_CORES = 4
export LEC_CHECK = 1
export CORE_UTILIZATION = 30
$ cat ./constraint.sdc
current_design axis_rotate

set clk_period 3.1
set clk_io_pct 0.2

create_clock -name clk0 -period $clk_period [get_ports {aclk}]

set non_clock_inputs [all_inputs -no_clocks]
set_input_delay [expr $clk_period * $clk_io_pct] -clock clk0 $non_clock_inputs
set_output_delay [expr $clk_period * $clk_io_pct] -clock clk0 [all_outputs]
$ cat ./design.v
module axis_rotate #(
    parameter DATA_WIDTH = 32,    
    parameter TUSER_WIDTH = 8     
)(
    input  wire                     aclk,
    input  wire                     aresetn,
    input  wire [DATA_WIDTH-1:0]    s_axis_tdata,
    input  wire [TUSER_WIDTH-1:0]   s_axis_tuser,
    input  wire                     s_axis_tvalid,
    output reg                      s_axis_tready,
    input  wire                     s_axis_tlast,
    output reg  [DATA_WIDTH-1:0]    m_axis_tdata,
    output reg  [TUSER_WIDTH-1:0]   m_axis_tuser,
    output reg                      m_axis_tvalid,
    input  wire                     m_axis_tready,
    output reg                      m_axis_tlast
);
    reg [DATA_WIDTH-1:0] rotated_data;
    wire [3:0] rotate_amount;
    wire direction;
    assign rotate_amount = s_axis_tuser[3:0];
    assign direction = s_axis_tuser[TUSER_WIDTH-1];
    function automatic [DATA_WIDTH-1:0] rotate;
        input [DATA_WIDTH-1:0] data_in;
        input [3:0] amount;
        input dir;
        reg [DATA_WIDTH-1:0] result;
    begin
        if (dir == 1'b0) begin
            result = (data_in << (amount * 8)) | (data_in >> (DATA_WIDTH - amount * 8));
        end else begin
            result = (data_in >> (amount * 8)) | (data_in << (DATA_WIDTH - amount * 8));
        end
        rotate = result;
    end
    endfunction
    always @(posedge aclk) begin
        if (~aresetn) begin
            s_axis_tready <= 1'b0;
            m_axis_tdata  <= {DATA_WIDTH{1'b0}};
            m_axis_tuser  <= {TUSER_WIDTH{1'b0}};
            m_axis_tvalid <= 1'b0;
            m_axis_tlast  <= 1'b0;
        end else begin
            if (s_axis_tvalid && m_axis_tready) begin
                rotated_data <= rotate(s_axis_tdata, rotate_amount, direction);
                m_axis_tdata <= rotated_data;
                m_axis_tuser <= s_axis_tuser;
                m_axis_tvalid <= 1'b1;
                m_axis_tlast <= s_axis_tlast;
                s_axis_tready <= 1'b1;
            end else if (m_axis_tready) begin
                m_axis_tvalid <= 1'b0;
                s_axis_tready <= 1'b0;
            end
        end
    end
endmodule
$ cat ./run.sh
#!/bin/bash
# OpenROAD 26Q1-2900-gdf79404cd8, Yosys 0.63+post, stock flow scripts
make -C /OpenROAD-flow-scripts/flow DESIGN_CONFIG=/design/flow/config.mk WORK_HOME=/design/flow/orfs finish
==> run summary <==
Results of the flow run.

The flow ran to the end, and the final reports show no timing, DRC or antenna violations. For the worst flop-to-flop path, the logic depth is 2. The share of synthesized area occupied by flip-flops and latches stands at 46.5%. Among all stages on the critical path, the largest delay is contributed by sky130_fd_sc_hd__clkdlybuf4s50_1. The post-route netlist has 7.87% of its cells at a drive strength greater than 1. The critical path is of the input pin to register type. The arrival time of data at the critical path endpoint stands at 2.73 ns.

Per the gpl log, the routability congestion estimate is 0.855. The number of antenna violations at the first check in global routing stands at 0. The placement report lists the number of port buffers as 87. The area of the chip stands at 13400 µm². The final cell utilization of the core stands at 41.5%. The number of maximum-capacitance constraint violations stands at 0. The synthesis report names the predominant flop master as sky130_fd_sc_hd__dfxtp_1. In this run the biggest area consumer among cell types represents 24.8% of the synthesized area. The number of violations reported at the end of detailed-routing iteration 0 stands at 241.

The layout overhead on the synthesized area stands at 35.1%. The routed design could run at a clock period as short as 2.60 ns. Per the post-route antenna check, the number of violating nets is 0. The final number of setup-violating endpoints stands at 0. The first global-routing pass estimated 17800 µm of wire. The timing report notes that buffer and inverter cells on the critical path total 2. The width of the chip stands at 116 µm. The post-synthesis instance area stands at 3870 µm². The detail-routed via count per cell stands at 5.08. The number of buffers added to fix hold violations after cts stands at 0. The maximum fanout count along the critical path stands at 8.

The standard cell core area stands at 12600 µm². The number of global-route vias before repair stands at 3274. The mean instance size in the synthesized netlist stands at 8.95 µm². The count of instances resized after the clock tree is built stands at 0. The number of flops mapped to enable cells by yosys stands at 32.

STA lists the endpoint of the worst register-to-register path as m_axis_tdata[22]. The total I/O pin count stands at 88. The residual DRC count stands at 0. The warning tally printed by Yosys for this design is 1.

The total via count in the routed design stands at 3517. The transition time recorded at the tightest slew-check pin is 0.549 ns. The filler cell count in the final layout stands at 1259. Setup repair after global routing left no endpoint under its margin. The post-CTS setup buffer count stands at 0. The kind of cell with the highest combined delay along the critical path is AND-OR/OR-AND gates. The final count of hold timing violations stands at 0. Global routing used 18.0% of the available tracks across all layers.

The mean routed wirelength per cell stands at 16.3 µm. After detailed routing, the total wire length is 11300 µm. The number of sinks handled by clock tree synthesis stands at 74. The startpoint identified for the worst hold timing path is m_axis_tuser[0]. The clock arrives with 0.00631 ns of skew. In the post-synthesis netlist, the biggest area contributors are sky130_fd_sc_hd__edfxtp_1 25%, sky130_fd_sc_hd__dfxtp_1 22%, sky130_fd_sc_hd__nand2_1 9.5%, sky130_fd_sc_hd__a21boi_0 8.5%, sky130_fd_sc_hd__a21oi_1 5.0%. The number of instances on the worst hold path stands at 2.

The total overflow left after global routing is 0. The startpoint identified for the worst register-to-register timing path is rotated_data[22]. The total area of sequential cells stands at 1800 µm².

For this design the static power due to leakage is 1.78 nW. The required arrival time at the worst endpoint stands at 3.23 ns. The final setup TNS stands at 0 ns. The maximum achievable frequency stands at 0.385 GHz.

The number of library cell types mapped by synthesis stands at 46. TritonCTS built the clock tree. After synthesis, the design contains 433 cells according to Yosys.

The number of cells in the finished layout apart from fillers stands at 693. The worst setup path is captured at a register. The yosys synthesis chip area stands at 3870 µm².

Detailed placement finished with a half-perimeter wire length of 7830 µm. The longest incremental delay of any stage on the critical path is reported as 0.47 ns. The count of mapped cells out of synthesis stands at 433. The antenna diode count stands at 0. Across all stage logs, warnings added up to 25. For this design the ratio of total power to cell area is 482 nW/µm². The number of rows created at floorplan stands at 41.

The maximum number of pins on one net before global-route repair stands at 51. The most frequently used library cell after synthesis is sky130_fd_sc_hd__nand2_1. Counting along the longest clock path gives a buffer depth of 2. The critical path goes through clkdlybuf4s50_1 > inv_1 > ha_1 > nor2_1 > o21ai_1 > o21ai_2 > nand2b_1 > o221ai_1. The tightest min-delay check is of the register to register type. The flop and latch count out of synthesis stands at 74. The logic area stands at 1910 µm². Counting tap cells, the placed design contains a total of 677 instances. Per the synthesis report, the dominant area consumer among library cells is sky130_fd_sc_hd__edfxtp_1.

The height of the die stands at 116 µm. STA classifies the critical path startpoint as an input pin. CTS built an H-tree with a depth of 3. The final hold slack stands at 0.450 ns.

The initial standard-cell utilization of the core stands at 30.7%. The analysis reports a worst IR drop on VDD of 0.230 mV. According to the report, the first pass of detailed routing completed in 5 iterations. In the hold report, the worst path ends at m_axis_tuser[0]. The setup slack of the worst register-to-register path stands at 2.40 ns. Across all checked pins, the minimum headroom to the slew limit is 63.3%.

On the reported timing paths, the clock transition at the registers reads 0.06 ns. In the synthesized netlist, the cells that appear most often are 98 x sky130_fd_sc_hd__nand2_1, 44 x sky130_fd_sc_hd__a21boi_0, 42 x sky130_fd_sc_hd__dfxtp_1. Per the synth stats, the proportion of register bits with asynchronous set or reset is 0%. The worst-skew pair later-pin latency stands at 0.33 ns. The tree is rooted in a sky130_fd_sc_hd__clkbuf_16. The count of final max-slew check failures stands at 0. The number of clock buffers added by TritonCTS is 9.

The share of the clock period used by the worst path after layout stands at 83.9%.
[area by class of cell]
type	count	share of cell area, %
timing repair buffer	105	19.1
clock inverter	3	0.406
multi-input combinational	322	36.5
inverter	4	0.287
tap	172	4.11
clock buffer	13	5.19
sequential	74	34.4
[how the worst max path moves through the flow]
stage                             end  depth (start not counted)  slack (ns)            start
after CTS             rotated_data[7]                          8        0.52  s_axis_tuser[1]
after global routing  rotated_data[6]                          8        0.29  s_axis_tuser[1]
final                 rotated_data[6]                          8        0.50  s_axis_tuser[1]
[metrics by stage]
stage / setup slack [ns] / cell area [µm²] / total power, mW
finish: 0.500 / 5230 / 2.52
global route: 0.295 / 5230 / 2.65
CTS: 0.524 / 5230 / 2.56
detailed placement: 0.184 / 4940 / 1.54
global placement: 0.152 / 4940 / 1.54
floorplan: 0.703 / 3870 / 1.33
[worst register-to-register path, stage by stage (launching register included)]
cell and delay [ns]:
sky130_fd_sc_hd__edfxtp_1 0.42, sky130_fd_sc_hd__nand2_1 0.09, sky130_fd_sc_hd__a21boi_0 0.08
[cell usage in the layout, fill, tap and decap left out, types with 6 or more instances in the layout]
cell type | netlist | final
sky130_fd_sc_hd__a21boi_0 | 44 | 44
sky130_fd_sc_hd__a21oi_1 | 39 | 39
sky130_fd_sc_hd__a22oi_1 | 7 | 7
sky130_fd_sc_hd__buf_4 | 1 | 18
sky130_fd_sc_hd__clkbuf_16 | 0 | 10
sky130_fd_sc_hd__clkdlybuf4s50_1 | 0 | 86
sky130_fd_sc_hd__dfxtp_1 | 42 | 42
sky130_fd_sc_hd__edfxtp_1 | 32 | 32
sky130_fd_sc_hd__mux2i_1 | 10 | 10
sky130_fd_sc_hd__nand2_1 | 98 | 98
sky130_fd_sc_hd__nand2b_1 | 6 | 6
sky130_fd_sc_hd__nor2_1 | 25 | 25
sky130_fd_sc_hd__nor2b_1 | 11 | 11
sky130_fd_sc_hd__o22a_1 | 12 | 12
sky130_fd_sc_hd__o22ai_1 | 14 | 14
sky130_fd_sc_hd__o2bb2ai_1 | 12 | 12
[registers in the layout (all words and copies together), names as in the netlist]
name           count
m_axis_tdata      32
m_axis_tlast       1
m_axis_tuser       8
m_axis_tvalid      1
rotated_data      32
[where the power goes]
part | switching [mW] | internal, mW
registers | 0.0219 | 1.07
logic | 0.210 | 0.211
clock network | 0.391 | 0.613
total | 0.623 | 1.90
[per-layer routing]
layer / GRT usage [%] / routed length, µm / vias to the layer above
met4: 1.97 / 112 / 0
met5: 0 / 0 / -
li1: - / - / 1729
met2: 28.1 / 5060 / 141
met1: 27.3 / 5180 / 1637
met3: 4.21 / 932 / 10
[cell families after synthesis]
family          after synthesis  share of synthesized area [%]
buf+inv                      37                           4.23
mux                          11                           3.17
fa+ha+maj                     1                          0.323
flops                        74                           46.5
compound gates              156                           28.7
simple gates                154                           17.1
Power is estimated from default activity; no workload was simulated.
